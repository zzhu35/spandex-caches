`design/flow/config.mk`:
```
export PLATFORM = sky130hd
export DESIGN_NAME = pri_enc
export DESIGN_NICKNAME = pri_enc
export VERILOG_FILES = /design/flow/design.v
export SDC_FILE = /design/flow/constraint.sdc
export NUM_CORES = 4
export LEC_CHECK = 1
export CORE_AREA = 10 10 70 70
export DIE_AREA = 0 0 80 80
```
`design/flow/constraint.sdc`:
```
current_design pri_enc

set clk_period 2.0
set clk_io_pct 0.2

create_clock -name clk0 -period $clk_period

set non_clock_inputs [all_inputs -no_clocks]
set_input_delay [expr $clk_period * $clk_io_pct] -clock clk0 $non_clock_inputs
set_output_delay [expr $clk_period * $clk_io_pct] -clock clk0 [all_outputs]
```
`design/flow/design.v`:
```
module pri_enc #(parameter WIDTH = 16, parameter LOG_WIDTH = 4) (
    input logic [WIDTH-1:0] in,
    output logic [LOG_WIDTH-1:0] out,
    output logic out_valid
    );
    logic [1:0] valid;
    logic [LOG_WIDTH-2:0] out1, out2;
    pri_enc_half #(WIDTH/2, LOG_WIDTH-1) enc1(
        .in(in[WIDTH/2 -1:0]), 
        .out(out1),
        .out_valid(valid[0])
    );
    pri_enc_half #(WIDTH/2, LOG_WIDTH-1) enc2(
        .in(in[WIDTH-1:WIDTH/2]), 
        .out(out2),
        .out_valid(valid[1])
    );
    assign out_valid = |valid; 
    assign out = valid[0] ? {1'b0, out1} : {1'b1, out2};
endmodule 
module pri_enc_half #(parameter WIDTH = 8, parameter LOG_WIDTH = 3)(
    input logic [WIDTH-1:0] in, 
    output logic [LOG_WIDTH-1:0] out, 
    output logic out_valid
    );
    always_comb begin 
        out = 0;
        for (int i = WIDTH - 1; i >=0; i--) begin 
            if (in[i]) begin 
                out = i; 
            end
        end
    end
    assign out_valid = |(in);
endmodule    
```
`design/flow/run.sh`:
```
#!/bin/bash
# OpenROAD 26Q1-2900-gdf79404cd8, Yosys 0.63+post, stock flow scripts
make -C /OpenROAD-flow-scripts/flow DESIGN_CONFIG=/design/flow/config.mk WORK_HOME=/design/flow/orfs finish
```
==> out/summary.txt <==
Status = finished clean
Setup crit end kind = output pin
Synthesized cell area = 179 µm²
Die height = 80 µm
Critical Path Fanout Max = 2
Min-Delay Path Class = in2out
DR vias = 363
Rows = 21
Peak VDD IR = 59.7 µV
Crit path DAT = 1.52 ns
Pre-CTS WS = -0.587 ns
Syn Inst Count = 29
Antenna cells = 0
RSZ-0062 raised after global routing = true
Max cap viols = 0
Core Area = 3420 µm²
Power density cells = 146 nW/µm²
Switching Share = 0.431
Final WS setup = 0.0801 ns
Drt drc = 0
First-pass GRT wire length = 1800 µm
Worst Path Required = 1.60 ns
Max_slew headroom = 0.800
Yosys cell count = 29
Static leakage = 0.262 nW
Top cells by area, synth = nor4_2, a21oi_1, inv_1, nor2_1, o31a_1
Vias per cell = 3.24
DR iter-0 viols = 11
Yosys warning count = 1
Actual slew at the worst max-slew pin = 0.298 ns
Cell variety after synth = 14
Startpoint Class = input port
Post-synthesis cell type with the largest combined area = nor4_2
Top-area cell share = 0.140
Die Wd = 80 µm
Largest net degree at the start of global routing = 5
IO Count = 21
Crit Path Class = in2out
Routability Congestion = 0.824
Final ANT Viol Nets = 0
Synthesis-to-layout area growth = 226%
Commonest cells in the netlist = inv_1, nor2_1, a21oi_1
Global route total overflow = 0
Slew Limit Fails = 0
Flops = 0
Clock buffer count = 0
PortBufs = 21
Seq. cell area = 0 µm²
FMAX = 521 MHz
Yosys chip area = 179 µm²
OpenROAD warning count = 33
Number of antenna violations at the first check in global routing = 0
Proportion of power drawn by the clock network = 0
Routed Wire Length = 1070 µm
Die footprint = 6400 µm²
Tcrit/Tclk final = 0.960
Fin crit period = 1.92 ns
P_sw = 36.6 µW
Combinational Power Share = 1.000
Pre-antenna DRT Iters = 5
Setup violations, final = 0
Number of global-route vias before repair = 370
Ratio of cells with drive above 1 in the final layout = 0.485
WL per Instance = 9.54 µm
Hpwl dp = 935 µm
Sequential area share after synthesis = 0
P_int = 48.3 µW
Fin util = 0.171
Final hold vios = 0
Hold path depth = 6
Init Core Util = 0.0524
Syn avg cell area = 6.17 µm²
Sequential power share = 0
GRT Util Overall = 0.0337
[path summary, 6_finish.rpt]
path  startpoint     end
max        in[8]  out[2]
min        in[5]  out[1]
[repair_timing]
action,4_1_cts,5_1_grt
buffers inserted,3,1
setup endpoints to repair,5,4
pin swaps,5,5
hold buffers,0,0
gates resized,46,14
[power groups by stage]
stage / logic, mW / registers (mW) / clock network, mW
6_report: 0.0848 / 0 / 0
5_1_grt: 0.0933 / 0 / 0
4_1_cts: 0.0813 / 0 / 0
[worst max-delay path, stage by stage]
cell,delay (ns)
dlygate4sd2_1,0.27
nor4_4,0.34
o41ai_4,0.14
a21boi_1,0.15
dlygate4sd2_1,0.22
[stage by stage]
| stage | total power, mW | setup TNS [ns] | hold slack (ns) | cells | cell area [µm²] |
|---|---|---|---|---|---|
| 6_report | 0.0848 | 0 | 1.28 | 112 | 583 |
| 2_1_floorplan | 0.0157 | 0 | 0.826 | 29 | 179 |
| 3_3_place_gp | 0.0844 | -2.43 | 1.87 | 109 | 544 |
| 3_5_place_dp | 0.0857 | -2.56 | 1.89 | 109 | 544 |
| 5_1_grt | 0.0933 | -0.0533 | 1.32 | 112 | 583 |
| 4_1_cts | 0.0813 | 0 | 1.28 | 111 | 563 |
[per-layer routing]
metal  global-route usage  routed length, µm  up-vias
li1                     -                  -      190
met1               0.0501                505      155
met2               0.0498                407       18
met3              0.00909                155        0
met4                    0                  0        0
met5                    0                  0        -
[cell families after synthesis]
group,after synthesis,share of synthesized area
compound gates,11,0.483
simple gates,13,0.413
buf+inv,5,0.105
[cell usage in the layout (no fill, tap or decap), types with 2 or more instances in the layout]
cell type       n
nor4_4          3
clkbuf_2        3
dlygate4sd2_1  10
nor2_1          5
nor3_1          2
inv_1           4
o31a_1          2
buf_6           2
buf_2           4
a21oi_1         4
buf_4          15
[layout make-up]
| class | instances | area [µm²] |
|---|---|---|
| multi-input combinational | 24 | 214 |
| fill | 398 | 2830 |
| timing repair buffer | 37 | 293 |
| inverter | 5 | 18.8 |
| tap | 46 | 57.6 |
Power is estimated from default activity; no workload was simulated.
